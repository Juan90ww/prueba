[/design/flow/config.mk]
export PLATFORM = sky130hd
export DESIGN_NAME = top_divisor_debug
export DESIGN_NICKNAME = top_divisor_debug
export VERILOG_FILES = /design/flow/design.v
export SDC_FILE = /design/flow/constraint.sdc
export NUM_CORES = 4
export LEC_CHECK = 1
export CORE_UTILIZATION = 40
[/design/flow/design.v]
module bin2bcd #(
    parameter N = 8
)(
    input  logic        clk,
    input  logic        rst,
    input  logic        start,
    input  logic [N-1:0] bin,
    output logic [3:0] bcd3,
    output logic [3:0] bcd2,
    output logic [3:0] bcd1,
    output logic [3:0] bcd0,
    output logic        done
);
    localparam TOTAL = N + 16;
    logic [TOTAL-1:0] shift;
    logic [$clog2(N+1)-1:0] count;
    typedef enum logic [1:0] {IDLE, LOAD, RUN, FINISH} state_t;
    state_t estado, next;
    always_comb begin
        next = estado;
        case (estado)
            IDLE:   if (start) next = LOAD;
            LOAD:   next = RUN;
            RUN:    if (count == 0) next = FINISH;
            FINISH: next = IDLE;
        endcase
    end
    integer i;
    always_ff @(posedge clk or negedge rst) begin
        if (!rst) begin
            estado <= IDLE;
            done <= 0;
            shift <= 0;
            count <= 0;
        end else begin
            estado <= next;
            case (estado)
                IDLE: done <= 0;
                LOAD: begin
                    shift <= {16'b0, bin};
                    count <= N;
                end
                RUN: begin
                    for (i=0; i<4; i++) begin
                        if (shift[N+4*i +:4] >= 5)
                            shift[N+4*i +:4] <= shift[N+4*i +:4] + 3;
                    end
                    shift <= shift << 1;
                    count <= count - 1;
                end
                FINISH: done <= 1;
            endcase
        end
    end
    assign bcd3 = shift[N+12 +:4];
    assign bcd2 = shift[N+8  +:4];
    assign bcd1 = shift[N+4  +:4];
    assign bcd0 = shift[N+0  +:4];
endmodule
module display_7seg (
    input  logic        clk,
    input  logic        rst,
    input  logic [15:0] digito,
    output logic [3:0]  anodo,
    output logic [6:0]  seven
);
    logic [1:0] anodo_selec;
    logic [3:0] data;
    logic [15:0] contador;
    always_ff @(posedge clk or negedge rst) begin
        if (!rst) begin
            contador <= 0;
            anodo_selec <= 0;
        end else begin
            contador <= contador + 1;
            if (contador == 1350) begin
                contador <= 0;
                anodo_selec <= anodo_selec + 1;
            end
        end
    end
    always_comb begin
        anodo = 4'b1111;
        case (anodo_selec)
            2'b00: begin anodo=4'b1110; data=digito[3:0]; end
            2'b01: begin anodo=4'b1101; data=digito[7:4]; end
            2'b10: begin anodo=4'b1011; data=digito[11:8]; end
            2'b11: begin anodo=4'b0111; data=digito[15:12]; end
        endcase
    end
    display_bin_hex disp(.switch(data), .seven(seven));
endmodule
module display_bin_hex (
    input  logic [3:0] switch,
    output logic [6:0] seven  
);
    always_comb begin
        seven = 7'b1111111;
        case (switch)
            4'b0000: seven = 7'b0000001;  
            4'b0001: seven = 7'b1001111;  
            4'b0010: seven = 7'b0010010;  
            4'b0011: seven = 7'b0000110;  
            4'b0100: seven = 7'b1001100;  
            4'b0101: seven = 7'b0100100;  
            4'b0110: seven = 7'b0100000;  
            4'b0111: seven = 7'b0001111;  
            4'b1000: seven = 7'b0000000;  
            4'b1001: seven = 7'b0000100;  
            4'b1010: seven = 7'b0001000;  
            4'b1011: seven = 7'b1100000;  
            4'b1100: seven = 7'b0110001;  
            4'b1101: seven = 7'b1000010;  
            4'b1111: seven = 7'b1111111;  
            default: seven = 7'b1111111;  
        endcase
    end
endmodule
module top_divisor_debug (
    input  logic clk,
    input  logic rst,
    input  logic [3:0] fil,      
    output logic [3:0] col,      
    output logic [3:0] anodo,
    output logic [6:0] seven,
    output logic [7:0] A_bin_debug,
    output logic [7:0] B_bin_debug,
    output logic [6:0] Q_debug,
    output logic [6:0] R_debug,
    output logic       div_done_debug
);
    logic [3:0] tecla_hex;
    assign tecla_hex = fil;
    logic [3:0] last_hex;
    logic       tecla_valida;
    always_ff @(posedge clk or negedge rst) begin
        if (!rst) begin
            last_hex     <= 4'hF;       
            tecla_valida <= 1'b0;
        end else begin
            tecla_valida <= (tecla_hex != last_hex);   
            last_hex     <= tecla_hex;
        end
    end
    typedef enum logic [2:0] { A_H, A_L, B_H, B_L, READY } st_t;
    st_t estado;
    logic [3:0] A_hi, A_lo;
    logic [3:0] B_hi, B_lo;
    always_ff @(posedge clk or negedge rst) begin
        if (!rst) begin
            estado <= A_H;
            A_hi <= 0; A_lo <= 0;
            B_hi <= 0; B_lo <= 0;
        end else begin
            if (tecla_valida && tecla_hex != 4'hF) begin
                case (estado)
                    A_H: begin A_hi <= tecla_hex; estado <= A_L; end
                    A_L: begin A_lo <= tecla_hex; estado <= B_H; end
                    B_H: begin B_hi <= tecla_hex; estado <= B_L; end
                    B_L: begin B_lo <= tecla_hex; estado <= READY; end
                    READY: estado <= A_H;
                endcase
            end
        end
    end
    assign A_bin_debug = {A_hi, A_lo};
    assign B_bin_debug = {B_hi, B_lo};
    logic start_div;
    always_ff @(posedge clk or negedge rst) begin
        if (!rst)
            start_div <= 0;
        else
            start_div <= (estado == B_L) && tecla_valida && tecla_hex != 4'hF;
    end
    always_ff @(posedge clk or negedge rst) begin
        if (!rst) begin
            Q_debug         <= 0;
            R_debug         <= 0;
            div_done_debug  <= 0;
        end else begin
            if (start_div)
                div_done_debug <= 0;
            if (start_div) begin
                if (B_bin_debug == 0) begin
                    Q_debug <= 0;
                    R_debug <= A_bin_debug[6:0];
                end else begin
                    Q_debug <= A_bin_debug / B_bin_debug;
                    R_debug <= A_bin_debug % B_bin_debug;
                end
                div_done_debug <= 1;   
            end
        end
    end
    logic [3:0] b3, b2, b1, b0;
    logic bcd_done;
    bin2bcd #(.N(7)) conv(
        .clk(clk),
        .rst(rst),
        .start(div_done_debug),
        .bin(Q_debug),
        .bcd3(b3), .bcd2(b2), .bcd1(b1), .bcd0(b0),
        .done(bcd_done)
    );
    logic [15:0] digito;
    assign digito = {b3, b2, b1, b0};
    display_7seg dsp(
        .clk(clk),
        .rst(rst),
        .digito(digito),
        .anodo(anodo),
        .seven(seven)
    );
    assign col = 4'b0000;
endmodule
[/design/flow/constraint.sdc]
current_design top_divisor_debug

set clk_period 18.7
set clk_io_pct 0.2

create_clock -name clk0 -period $clk_period [get_ports {clk}]

set non_clock_inputs [all_inputs -no_clocks]
set_input_delay [expr $clk_period * $clk_io_pct] -clock clk0 $non_clock_inputs
set_output_delay [expr $clk_period * $clk_io_pct] -clock clk0 [all_outputs]
[/design/flow/run.sh]
#!/bin/bash
# OpenROAD 26Q1-2900-gdf79404cd8, Yosys 0.63+post, stock flow scripts
make -C /OpenROAD-flow-scripts/flow DESIGN_CONFIG=/design/flow/config.mk WORK_HOME=/design/flow/orfs finish
==> results.toml <==
# implementation run metrics
[outcome]
status = "finished, final reports clean"

[grt]
globalRouteMet2Util_pct = 29.04
grt_first_pass_wirelength_um = 22040
grt_max_degree = 48
first_global_vias = 4397
global_route_met3_usage_pct = 3.738
grt_use_total_pct = 18.94
busiest_layer = "met2"
globalRouteMet1Util_pct = 28.46
number_of_antenna_violations_at_the_first_check_in_global_routing = 0
grt_overflow = 0

[logic_synthesis]
yosys-dominant-comb-family = "AND-OR/OR-AND gates"
synth.distinct_cells = 75
average_instance_area_after_synthesis_um2 = 9.346
yosys.area_share.simple_pct = 16.99
netlist_top_cells_area = "sky130_fd_sc_hd__dfrtp_1 (35%), sky130_fd_sc_hd__ha_1 (11%), sky130_fd_sc_hd__nand2_1 (5.5%), sky130_fd_sc_hd__o21ai_0 (3.8%), sky130_fd_sc_hd__mux2_2 (3.4%)"
yosysTopAreaCell = "sky130_fd_sc_hd__dfrtp_1"
yosys_cells = 639
post_synth_inst_count = 639
compound_area_share_pct = 18.14
top_area_share_pct = 35.20
postSynth.asyncResetShare_pct = 100.0
synth_top_flop_cell = "sky130_fd_sc_hd__dfrtp_1"
synth-area-yosys_um2 = 5972
post_synth_fa_ha_maj_area_fraction_pct = 11.02
synth_flops = 90
ys_seq_share_pct = 37.84
muxShareOfSynthArea_pct = 6.097
synth-edff-count = 0
yosys_warnings = 4
synthesis.area_um2 = 5972
yosys.area_share.xor_xnor_pct = 4.546

[floorplan]
chipHeight_um = 124.2
placeableCoreArea_um2 = 14530
die_width_um = 124.2
fp-utilization_pct = 41.09
placementRows = 44
boundaryPins = 52
chip_area_um2 = 15420

[final_layout]
final_layout_top_logic_cells = "sky130_fd_sc_hd__nand2_1 (88), sky130_fd_sc_hd__dfrtp_1 (84), sky130_fd_sc_hd__ha_1 (51)"
final-comb-area_um2 = 3407
register_area_um2 = 2260
final_layout_size_suffix_gt1_share_pct = 10.79
final.fill_count = 1356
layout.cells.most_common = "sky130_fd_sc_hd__nand2_1"
finish.cell_count_without_fillers = 870
area.growth.synth_to_final_pct = 14.83
postLayoutCellArea_um2 = 6858

[detailed_routing]
route.antenna.remaining_nets = 0
routed-via-count = 4797
drc_errors = 0
drt_pre_antenna_iters = 5
diodes = 0
wl_per_cell_um = 15.74
route.detailed.vias_per_inst = 5.514
route.final.wire_length_um = 13690
first_iter_violations = 343

[sta]
slew_viol_final = 0
min_period_over_period_pct = 62.37
clock.fmax_mhz = 85.74
finalHoldViolations = 0
setup-violations-final = 0
grt_setup_unrepaired = "no"
finalSetupTns_ns = 0
period_minus_slack_ns = 11.66
worst_clock_skew_ns = 0.007361
max-slew-margin-rel_pct = 48.97
final.setup.worst_slack_ns = 7.036
worst_slew_pin_slew_ns = 0.7442

[placement]
finalWeightedCongestion = 0.9759
place_inst = 854
dp_hpwl_um = 10340
place_area_um2 = 6556
pre_cts_slack_ns = 7.189
io_buffers = 47

[critical_path]
end_kind = "register"
critical_path_slowest_stage_cell = "sky130_fd_sc_hd__nor4_2"
startpoint_type = "register"
cp.arrival_ns = 11.90
cpMostUsedCell = "sky130_fd_sc_hd__ha_1"
critical-path-max-stage-delay_ns = 0.69
cp.required_ns = 18.94
path_delay_family = "AND-OR/OR-AND gates"
crit_buf_inv = 2
worstSetupPathType = "reg2reg"
timing.critical_path.fanout_max = 12

[cts]
cts_inserted_buffers = 9
worst_skew_late_latency_ns = 0.35
cts_tree = "built"
cts.htree.levels = 3
post_cts.resized_instances = 0
tritoncts_num_sinks = 90
post_cts_buffers = 0
cts.reportedPaths.clkPinSlew_ns = 0.07
ctsLongestPathBuffers = 2
cts-hold-fix-buffers = 0
cts_root_buffer_type = "sky130_fd_sc_hd__clkbuf_16"

[min_path]
min_path_type = "reg2reg"

[run]
warnings = 36
cap_violations = 0

[power]
power_leakage_nw = 3.179
total_power_w = 0.0003875
irDropWorstVdd_v = 0.00004241
power_density_nw_per_um2 = 56.51
==> synthesized netlist by cell type, drive strengths merged, types with 7 or more instances <==
library cell and number:
inv 36, nand2 88, mux2i 15, mux2 19, and2 8, and3 7, nor3 18, ha 51
o21a 19, nand3 12, a21oi 28, or3 10, nor2 36, xor2 10, clkbuf 19, dfrtp 84
a21o 10, xnor2 21, o21ai 47
==> sequential cells by signal, summed over array words and instances (netlist names), 7 cells and up, named ones only <==
name          cells
R_debug           7
conv.shift       23
Q_debug           7
dsp.contador     16
==> path summary, 6_finish.rpt <==
check / from / endpoint / slack [ns] / depth (start not counted)
setup reg to reg: B_hi[3] / R_debug[4] / 7.04 / 45
min in group asynchronous: rst / conv.shift[15] / 3.37 / 1
max in group asynchronous: rst / B_hi[0] / 14.33 / 2
hold / removal: conv.estado[3] / conv.estado[0] / 0.46 / 1
hold reg to reg: conv.estado[3] / conv.estado[0] / 0.46 / 1
setup / recovery: B_hi[3] / R_debug[4] / 7.04 / 45
==> stage by stage <==
stage               utilization (%)  hold slack, ns
global placement              45.11          0.4472
CTS                           47.18          0.4656
floorplan                         -          0.4054
global route                  47.18          0.4825
detailed placement            45.11          0.4484
finish                        47.18          0.4635
==> cell type report <==
class / instances / share of cell area (%)
flip-flops and latches: 90 / 32.95
clock buffers: 9 / 3.284
repair buffers: 53 / 7.480
multi-input cells: 488 / 49.68
inverters: 39 / 2.135
well taps: 184 / 3.357
clock inverters: 7 / 1.113
==> routing by layer <==
| layer | up-vias | share of wire, % |
|---|---|---|
| met1 | 2284 | 47 |
| met5 | - | 0 |
| met4 | 0 | 2.3 |
| met2 | 129 | 45 |
| met3 | 22 | 5.2 |
| li1 | 2362 | - |
==> kinds of logic (layout without fill, tap and decap cells) <==
kind of cell	after synthesis	count (layout)
xor+xnor	31	31
mux	34	34
fa+ha+maj	52	52
simple gates	209	209
compound gates	158	158
other cells	1	4
buf+inv	64	108
flops	90	90
==> report_power, final <==
part | switching (W) | internal (W)
Combinational | 0.00000562 | 0.00000175
Sequential | 0.000000250 | 0.000196
Clock | 0.0000794 | 0.000105
Total | 0.0000853 | 0.000302
