$ cat /design/flow/run.sh
#!/bin/bash
# OpenROAD 26Q1-2900-gdf79404cd8, Yosys 0.63+post, stock flow scripts
make -C /OpenROAD-flow-scripts/flow DESIGN_CONFIG=/design/flow/config.mk WORK_HOME=/design/flow/orfs finish
$ cat /design/flow/config.mk
export PLATFORM = sky130hd
export DESIGN_NAME = divisor_restoring_7bits
export DESIGN_NICKNAME = divisor_restoring_7bits
export VERILOG_FILES = /design/flow/design.v
export SDC_FILE = /design/flow/constraint.sdc
export NUM_CORES = 4
export LEC_CHECK = 1
export CORE_UTILIZATION = 40
$ cat /design/flow/constraint.sdc
current_design divisor_restoring_7bits

set clk_period 3.1
set clk_io_pct 0.2

create_clock -name clk0 -period $clk_period [get_ports {clk}]

set non_clock_inputs [all_inputs -no_clocks]
set_input_delay [expr $clk_period * $clk_io_pct] -clock clk0 $non_clock_inputs
set_output_delay [expr $clk_period * $clk_io_pct] -clock clk0 [all_outputs]
$ cat /design/flow/design.v
module divisor_restoring_7bits (
    input  logic        clk,
    input  logic        rst,
    input  logic        start,
    input  logic [6:0]  dividendo,
    input  logic [6:0]  divisor,
    output logic [6:0]  cociente,
    output logic [6:0]  resto,
    output logic        done
);
    typedef enum logic [1:0] {IDLE, INIT, STEP, FIN} state_t;
    state_t estado, next;
    logic [7:0] A;        
    logic [6:0] Q;
    logic [6:0] M;
    logic [2:0] count;    
    always_comb begin
        next = estado;
        case (estado)
            IDLE: if (start) next = INIT;
            INIT: next = STEP;
            STEP: if (count == 3'd7) 
                        next = FIN;
                  else 
                        next = STEP;
            FIN: next = IDLE;
        endcase
    end
    always_ff @(posedge clk or negedge rst) begin
        if (!rst) begin
            estado   <= IDLE;
            A        <= 0;
            Q        <= 0;
            M        <= 0;
            count    <= 0;
            cociente <= 0;
            resto    <= 0;
            done     <= 0;
        end else begin
            estado <= next;
            done   <= 0;
            case (estado)
                IDLE: begin
                end
                INIT: begin
                    A     <= 0;
                    Q     <= dividendo;
                    M     <= divisor;
                    count <= 0;
                end
                STEP: begin
                    logic [14:0] concat;
                    logic [14:0] shifted;
                    logic [7:0]  trialA;
                    concat  = {A, Q};                 
                    shifted = concat << 1;            
                    trialA  = shifted[14:7] - {1'b0, M};
                    if (trialA[7] == 1'b1) begin
                        A <= shifted[14:7];
                        Q <= {shifted[6:1], 1'b0};    
                    end else begin
                        A <= trialA;
                        Q <= {shifted[6:1], 1'b1};    
                    end
                    count <= count + 1;
                end
                FIN: begin
                    cociente <= Q;
                    resto    <= A[6:0];
                    done     <= 1;
                end
            endcase
        end
    end
endmodule
==> Changelog: implementation <==
## Flow update

* Core area at ~5100 um^2
* Power Dens Cells at 416.7 nW/um^2
* Largest area contributor in the netlist: dfrtp_1
* Global router's overall resource usage at 0.1602
* Router iterations before antenna repair at 4
* RePlAce Congestion at between 0.8 and 0.9
* RSZ-0062 raised after global routing: no
* Status: complete, no violations
* # Cells Yosys at slightly below 200
* P&R area growth vs syn at 22.98%
* CTS Buf Count at 5
* Worst hold path class: in -> async
* DRC errors left at 0
* End-of-flow core utilization at 0.5119
* TritonCTS clock tree: yes
* Count of final setup violators at 0
* Post-Synthesis Cells at around 200
* CP Launch Type: flop
* Antenna violations before repair at 0
* First-pass GRT wire length at between 6000 and 7000 um
* Setup CP Type: reg -> reg
* Antenna diode count at 0
* Max cap viols at 0
* Post CTS Setup Buffer Count at 0
* Clock-pin transition on the worst setup and hold timing paths at roughly 80 ps
* Worst-Margin Slew at about 670 ps
* Largest net degree at the start of global routing at 31
* Synthesized area at 2140 um^2
* Row count at 26
* Main synth FF type: dfrtp_1
* Vias per Instance at a little over 5
* Tool Warnings at 25
* GRT overflow at 0
* Final Hold Fails at 0
* Period minus WS final at between 2000 and 2500 ps
* Chip area at roughly 5600 um^2
* Latency at later pin at slightly below 300 ps
* Vias in the first global route at approximately 1400
* Top cell area share at 0.4912
* I/O pin count at 32
* F_max at roughly 0.45 GHz
* Crit Path Max Fanout at 9
* Yosys chip area at between 2000 and 2500 um^2
* Final worst-path cycle share at 0.7156
* R2R depth at 6
* IO Port Bufs at 31
* Peak supply drop at 380.9 uV
* H-tree depth at 2
* DR WL/cell at around 14 um
* Fin. max-slew vios at 0
* Top post-synthesis cells by area: dfrtp_1 (49%), mux2_2 (7.9%), ha_1 (5.3%)
* DP HPWL at about 2800 um
* Clk_skew at 9.020 ps
* Critical path arrival at 2390 ps
* Die W at 75.14 um
* Drt total wl at a little over 4000 um
* Fraction of layout cells with a size suffix above 1 at 0.1498
* Worst EP required at 3270 ps
* Fill cell total of the finished layout at between 400 and 500
* Post-synth EDFFs at 0
* Setup TNS at 0 ps
* Critical path capture point type: flop
* FP Util at 0.4163
* CTS Buffer Depth at 2
* Async SR Flop Fraction at 1.000
* CTS resizes at 0
* Antenna Nets Post-Route at 0
* CTS root buffer: clkbuf_8
* Clock sinks at 43
* Relative slew margins at 0.5526
* Pleak at about 0.0012 uW
* Via Count at roughly 1500
* # hold bufs at CTS at 0
* DR iter-0 viols at ~110
* Mapped Avg Cell Area at 10.92 um^2
* #FFs+latches synth at 43
* Yosys warnings at 1
* Die Ht at around 75 um
* Post-synth seq share at 0.5035
* Distinct cells, synth at around 40
-- path summary, 6_finish.rpt --
path | startpoint | endpoint | slack [ps]
worst max-delay path | A[5] | A[1] | 880
worst min-delay path | rst | cociente[2] | 360
worst max register to register | A[5] | A[1] | 880
worst min register to register | count[0] | count[0] | 500
max in group asynchronous | rst | resto[3] | 2090
min in group clk0 | count[0] | count[0] | 500
-- critical path, stage by stage (launching register included) --
cell and delay [ps]:
dfrtp_1 410, ha_1 400, a21o_2 270, a2111oi_2 270
a21oi_2 190, and2_4 220, a311o_1 340
-- routing by layer --
layer | vias up | share of wire | routed length [um] | global-route usage
met5 | - | 0 | 0 | 0
met1 | 723 | 0.51 | 2092 | 0.2636
met2 | 27 | 0.45 | 1821 | 0.2392
met3 | 5 | 0.033 | 134 | 0.02714
li1 | 744 | - | - | -
met4 | 0 | 0.0098 | 40 | 0.01646
-- metrics by stage --
| step | worst slack [ps] | power [uW] | instance area [um^2] | std cells | hold WS [ps] |
|---|---|---|---|---|---|
| final | 881.5 | 1096 | 2631 | 297 | 355.9 |
| after global routing | 789.2 | 1141 | 2631 | 297 | 407.7 |
| after CTS | 907.6 | 1116 | 2631 | 297 | 379.7 |
| after detailed placement | 921.1 | 604.6 | 2499 | 289 | 487.1 |
| after global placement | 961.2 | 604.7 | 2499 | 289 | 484.5 |
| after floorplan | 964.3 | 572.2 | 2140 | 196 | 324.4 |
-- cells by family (layout without fill, tap and decap cells) --
| family | after synthesis | in the layout | share of synthesized area |
|---|---|---|---|
| adders and majority gates | 10 | 10 | 0.06199 |
| DFF | 43 | 43 | 0.5035 |
| muxes | 23 | 23 | 0.1164 |
| buffers and inverters | 24 | 55 | 0.04912 |
| AOI/OAI and AO/OA | 46 | 46 | 0.1468 |
| xor gates and xnor gates | 3 | 3 | 0.01228 |
| and+or+nand+nor | 47 | 47 | 0.1099 |
-- flip-flops by register name (all words and copies together) (netlist names) --
register / cells
A: 7
resto: 7
cociente: 7
M: 7
Q: 7
estado: 4
count: 3
done: 1
-- where the power goes --
group / switching, uW / total [uW] / internal [uW] / leakage, uW
registers: 0 / 560 / 560 / 0.000529
logic: 13.7 / 31.7 / 17.9 / 0.000586
clock network: 182 / 504 / 322 / 0.0000654
total: 196 / 1100 / 900 / 0.00118
-- synthesized netlist by cell type, drive strengths merged, types with 2 or more instances --
cell type / n
mux2i: 8
a21o: 3
o211ai: 2
nor2: 6
ha: 9
dfrtp: 42
and2: 4
a311o: 4
mux2: 15
nor3b: 4
buf: 2
nand2b: 4
clkbuf: 9
nor2b: 2
a21oi: 11
nor3: 2
xor2: 2
inv: 13
a22o: 2
o21ai: 16
nand2: 21
-- cells in the final DEF (no fill, tap or decap), types with 5 or more instances in the layout --
| cell | count |
|---|---|
| mux2i_1 | 8 |
| nand2_1 | 21 |
| ha_1 | 9 |
| nor2_1 | 6 |
| o21ai_0 | 16 |
| clkbuf_8 | 5 |
| dfrtp_1 | 42 |
| mux2_2 | 15 |
| a21oi_1 | 10 |
| clkdlybuf4s50_1 | 30 |
| inv_1 | 13 |
-- area by class of cell --
cell class              instances  area [um^2]  area share
well taps                      70        87.58     0.03329
flip-flops and latches         43         1077      0.4094
clock buffers                   6        72.57     0.02758
repair buffers                 34        327.8      0.1246
multi-input cells             129        957.2      0.3638
clock inverters                 2        60.06     0.02282
inverters                      13        48.80     0.01854
Power is estimated from default activity; no workload was simulated.
