### config.mk
export PLATFORM = sky130hd
export DESIGN_NAME = teclado
export DESIGN_NICKNAME = teclado
export VERILOG_FILES = /design/flow/design.v
export SDC_FILE = /design/flow/constraint.sdc
export NUM_CORES = 4
export LEC_CHECK = 1
export CORE_AREA = 10 10 81 81
export DIE_AREA = 0 0 91 91
### constraint.sdc
current_design teclado

set clk_period 1.2
set clk_io_pct 0.2

create_clock -name clk0 -period $clk_period [get_ports {clk}]

set non_clock_inputs [all_inputs -no_clocks]
set_input_delay [expr $clk_period * $clk_io_pct] -clock clk0 $non_clock_inputs
set_output_delay [expr $clk_period * $clk_io_pct] -clock clk0 [all_outputs]
### design.v
module teclado #(
    parameter int SCAN_DIV = 1
)(
    input  logic clk,
    input  logic [3:0] filas,
    output logic [3:0] columnas,
    output logic [3:0] boton
);
    localparam [3:0] K_NONE = 4'hF;
    logic [1:0] contador = 0;
    logic [$clog2(SCAN_DIV)-1:0] scan_col = 0;
    always_ff @(posedge clk) begin
        if (scan_col == SCAN_DIV-1) begin
            scan_col <= 0;
            contador <= (contador == 3) ? 0 : contador + 1;
        end 
        else scan_col <= scan_col + 1;
        case (contador)
            0: columnas <= 4'b0111;
            1: columnas <= 4'b1011;
            2: columnas <= 4'b1101;
            3: columnas <= 4'b1110;
        endcase
        boton <= K_NONE;
        case (columnas)
            4'b0111: begin
                if(filas==4'b0111) boton<=4'h1;
                if(filas==4'b1011) boton<=4'h4;
                if(filas==4'b1101) boton<=4'h7;
                if(filas==4'b1110) boton<=4'hE;  
            end
            4'b1011: begin
                if(filas==4'b0111) boton<=4'h2;
                if(filas==4'b1011) boton<=4'h5;
                if(filas==4'b1101) boton<=4'h8;
                if(filas==4'b1110) boton<=4'h0;
            end
            4'b1101: begin
                if(filas==4'b0111) boton<=4'h3;
                if(filas==4'b1011) boton<=4'h6;
                if(filas==4'b1101) boton<=4'h9;
                if(filas==4'b1110) boton<=4'hF;  
            end
            4'b1110: begin
                if(filas==4'b0111) boton<=4'hA;
                if(filas==4'b1011) boton<=4'hB;
                if(filas==4'b1101) boton<=4'hC;
                if(filas==4'b1110) boton<=4'hD;
            end
        endcase
    end
endmodule
### run.sh
#!/bin/bash
# OpenROAD 26Q1-2900-gdf79404cd8, Yosys 0.63+post, stock flow scripts
make -C /OpenROAD-flow-scripts/flow DESIGN_CONFIG=/design/flow/config.mk WORK_HOME=/design/flow/orfs finish
==> flow_metrics.tcl <==
# implementation run metrics
set metrics [dict create \
    vias 685 \
    setup_viol 0 \
    r2r_slack_ns 0.008 \
    wl_um 1800 \
    crit_chain "buf_6, buf_6, xnor2_2, a21oi_2, a32o_2, o211ai_1" \
    max_stage_delay_ns 0.32 \
    async_flop_share_pct 0 \
    syn_avg_cell_area_um2 9.16 \
    core_mm2 0.00482 \
    log.warning_count 31 \
    edf_count 2 \
    antennaDiodeCount 0 \
    wire_per_inst_um 9.71 \
    grt_pass1_vias 664 \
    area_growth_pct 53.2 \
    cts_hold_buf 0 \
    antenna_found_initial 0 \
    ys_area_um2 769 \
    fin_skew_ns 0.00434 \
    period_needed_ns 1.19 \
    fp_util_pct 16.0 \
    top_area_cell "dfxtp_1" \
    cts_max_level 1 \
    rsz0062_at_grt "true" \
    hold_path.class "flip-flop to flip-flop" \
    drive_gt1_share_pct 39.8 \
    grt_pass1_wl_um 2960 \
    min_from "scan_col[0]" \
    worstRegToRegCells 6 \
    min_path_cells 1 \
    syn_area_um2 769 \
    grtUsageTotal_pct 4.23 \
    dp_hpwl_um 1350 \
    finalWeightedCongestion 0.819 \
    maxCapViolations 0 \
    yosys.cell_types.count 29 \
    final_antenna_net_count 0 \
    timing.slew.headroom_pct 86.5 \
    cts_tree "done" \
    chip_area_mm2 0.00828 \
    ys.warnings.count 1 \
    ys_cells 84 \
    synth_top_area_share_pct 26.0 \
    final_max_slew_viol_count 0 \
    drc 0 \
    holdPathEnd "scan_col[0]" \
    grtUsageMet2_pct 6.68 \
    slowest_stage "dfxtp_2" \
    start_kind "flip-flop" \
    area_leaders "dfxtp_1, ha_1, edfxtp_1, nand4b_1, and4b_1" \
    clock_latency_ns 0.24 \
    clock-root-buffer "clkbuf_8" \
    cp.buffers_inverters 2 \
    worst_pin_slew_ns 0.201 \
    ys_ff 12 \
    grtUsageMet3_pct 1.91 \
    clk_pin_slew_ns 0.05 \
    via_per_inst 3.70 \
    p_per_area_mw_per_mm2 712 \
    leakage_nw 0.498 \
    pin_count 13 \
    clock_path_buffers 2 \
    ff_type "dfxtp_1" \
    r2r_end "boton[0]" \
    hold_viol 0 \
    fin_util_pct 24.5 \
    fp.dieW_um 91 \
    common_cells "dfxtp_1, inv_1, nand2_1, ha_1" \
    critPathRequiredTime_ns 1.31 \
    dr.first_iter.drc_count 26 \
    synth_cells 84 \
    cp-end-kind "flip-flop" \
    grt_max_degree 9 \
    die_h_um 91 \
    outcome "completed" \
    crit_family "AND-OR/OR-AND gates" \
    finalCritPeriodShare_pct 99.4 \
    grt.overflow.total 0 \
    layoutNonFillerInstCount 185 \
    fmax_ghz 0.839 \
    yosysMostFrequentCell "dfxtp_1" \
    first_pass_iters 4 \
    rows 25 \
    clkSinkCount 12 \
    portBuffers 12 \
    path_class "flip-flop to flip-flop" \
    crit_arrival_ns 1.31 \
    cts_made_buffers 3 \
    critPathMaxFanout 4 \
    busiest_layer "met2" \
    ys_seq_share_pct 33.8 \
    crit_top_cell "buf_6" \
    dp.cells 172 \
    peakVddDrop_mv 0.987 \
    timing.rr.start "columnas[0]" \
    globalRouteMet1Util_pct 5.45 \
]
## layout by cell type (no fill, tap or decap), types with 2 or more instances in the layout
cell type,count
ha_1,5
buf_4,20
nand4b_1,4
dfxtp_1,4
dlygate4sd2_1,9
a21oi_2,2
and3b_2,2
nand3_1,3
o211ai_1,2
nand4_1,2
clkbuf_8,3
dfxtp_2,4
nor2_1,4
and4b_1,3
dfxtp_4,2
xor2_1,2
nand2_1,5
o21ai_1,3
clkbuf_2,2
o21ai_0,2
nor2b_1,2
a21oi_1,2
inv_1,8
buf_6,6
edfxtp_1,2
## per-layer routing
layer | share of wire [%] | up-vias | routed length [µm]
li1 | - | 359 | -
met1 | 48 | 312 | 867
met2 | 45 | 12 | 809
met3 | 6.0 | 2 | 108
met4 | 0.56 | 0 | 10
met5 | 0 | - | 0
## power breakdown
group	total [mW]	switching, mW	internal (mW)
logic	0.0684	0.0301	0.0383
registers	0.404	0	0.404
clock network	0.367	0.142	0.225
## layout make-up
class	count	area, µm²
inverter	8	30.0
sequential	12	273
fill	529	3640
clock inverter	1	3.75
multi-input combinational	56	430
clock buffer	3	41.3
timing repair buffer	38	317
tap	67	83.8
## flip-flops by register name (all words and copies together) (netlist names)
register	flops
columnas	4
boton	4
scan_col	1
scan_col[-1]	1
contador	2
## repair_timing
item                                    CTS  global route
endpoints found under the setup margin   12             4
gates resized                            28            12
buffers inserted                          5             6
pin swaps                                 5             8
## worst max path at each step
stage | from | end | slack [ns] | cells past startpoint
after CTS | columnas[3] | boton[1] | -0.02 | 6
final | columnas[0] | boton[0] | 0.008 | 6
after global routing | columnas[0] | boton[0] | -0.04 | 6
## logic make-up (layout without fill, tap and decap cells)
kind of cell / after synthesis / in the layout / share of synthesized area [%]
buffers and inverters: 16 / 50 / 14.3
DFF: 12 / 12 / 33.8
AOI/OAI and AO/OA: 16 / 16 / 13.2
xor gates and xnor gates: 5 / 5 / 5.69
adders and majority gates: 5 / 5 / 8.13
and+or+nand+nor: 30 / 30 / 24.9
## per-stage QoR
step           hold WS (ns)  instance area (µm²)  setup slack [ns]  power [mW]  TNS, ns
2_1_floorplan         0.393                  769           -0.0421       0.462  -0.0421
3_3_place_gp          0.402                 1020            -0.490       0.490    -1.71
3_5_place_dp          0.404                 1020            -0.507       0.490    -1.76
4_1_cts               0.418                 1120           -0.0229       0.858  -0.0229
5_1_grt               0.423                 1180           -0.0443       0.876  -0.0934
6_report              0.415                 1180           0.00755       0.839        0
Power figures rest on the tool's default switching activity, not on a simulated workload.
